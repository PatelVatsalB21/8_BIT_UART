==> ./design.v <==
module UART_TX 
  #(parameter CLKS_PER_BIT = 217)
  (
   input       Clock,
   input       TX_Send,
   input [7:0] Input_Byte, 
   output      Main_TX_Active,
   output reg  Output_Serial,
   );
  parameter IDLE         = 3'b000;
  parameter START_BIT = 3'b001;
  parameter DATA_BIT = 3'b010;
  parameter STOP_BIT  = 3'b011;
  reg [2:0] present_state = 0;
  reg [7:0] Clock_Count = 0;
  reg [2:0] Data_Bit_Index   = 0;
  reg [7:0] Data_Out    = 0;
  reg       TX_Active   = 0;
  always @(posedge Clock)
  begin
    case (present_state)
      IDLE :
        begin
          Output_Serial   <= 1'b1;
          Clock_Count <= 0;
          Data_Bit_Index   <= 0;
          if (TX_Send == 1'b1)
          begin
            TX_Active <= 1'b1;
            Data_Out   <= Input_Byte;
            present_state   <= START_BIT;
          end
          else
            present_state <= IDLE;
        end
      START_BIT :
        begin
          Output_Serial <= 1'b0;
          if (Clock_Count < CLKS_PER_BIT-1)
          begin
            Clock_Count <= Clock_Count + 1;
            present_state     <= START_BIT;
          end
          else
          begin
            Clock_Count <= 0;
            present_state     <= DATA_BIT;
          end
        end
      DATA_BIT :
        begin
          Output_Serial <= Data_Out[Data_Bit_Index];
          if (Clock_Count < CLKS_PER_BIT-1)
          begin
            Clock_Count <= Clock_Count + 1;
            present_state     <= DATA_BIT;
          end
          else
          begin
            Clock_Count <= 0;
            if (Data_Bit_Index < 7)
            begin
              Data_Bit_Index <= Data_Bit_Index + 1;
              present_state   <= DATA_BIT;
            end
            else
            begin
              Data_Bit_Index <= 0;
              present_state   <= STOP_BIT;
            end
          end 
        end
      STOP_BIT :
        begin
          Output_Serial <= 1'b1;
          if (Clock_Count < CLKS_PER_BIT-1)
          begin
            Clock_Count <= Clock_Count + 1;
            present_state     <= STOP_BIT;
          end
          else
          begin
            Clock_Count <= 0;
            present_state     <= IDLE;
            TX_Active   <= 1'b0;
          end 
        end
      default :
        present_state <= IDLE;
    endcase
  end
  assign Main_TX_Active = TX_Active;
endmodule
==> ./run.sh <==
#!/bin/bash
# OpenROAD 26Q1-2900-gdf79404cd8, Yosys 0.63+post, stock flow scripts
make -C /OpenROAD-flow-scripts/flow DESIGN_CONFIG=/design/flow/config.mk WORK_HOME=/design/flow/orfs finish
==> ./config.mk <==
export PLATFORM = sky130hd
export DESIGN_NAME = UART_TX
export DESIGN_NICKNAME = UART_TX
export VERILOG_FILES = /design/flow/design.v
export SDC_FILE = /design/flow/constraint.sdc
export NUM_CORES = 4
export LEC_CHECK = 1
export CORE_AREA = 10 10 108 108
export DIE_AREA = 0 0 118 118
==> ./constraint.sdc <==
current_design UART_TX

set clk_period 1.9
set clk_io_pct 0.2

create_clock -name clk0 -period $clk_period [get_ports {Clock}]

set non_clock_inputs [all_inputs -no_clocks]
set_input_delay [expr $clk_period * $clk_io_pct] -clock clk0 $non_clock_inputs
set_output_delay [expr $clk_period * $clk_io_pct] -clock clk0 [all_outputs]
==> impl_metrics.ini <==
; implementation run metrics
[status]
status = complete, no violations

[setup_path]
required_ns = 1.92
slowest_delay_ns = 0.55
start_kind = flop
endpoint_kind = flop
cp_cell_sequence = mux4_2, o2111a_1
crit_type = reg -> reg
cp_max_fo = 8
critPathArrivalTime_ns = 1.59
slowest_stage = mux4_2
cpLargestDelayFamily = multiplexers
cp_num_buf_inv = 0

[timing]
grt_setup_unrepaired = no
hold_slack_ns = 0.624
slew-limit-headroom_pct = 62.8
worst_pin_slew_ns = 0.557
min_period_ns = 1.57
hold_violations = 0
slew_violations = 0
final.setup_skew_ns = 0.00160
setup_tns_ns = 0
clock.fmax_ghz = 0.637
min_period_over_period_pct = 82.6
setup_viol = 0

[placement]
dpl.cell_count = 233
portBuffers = 11
dpl.hpwl_mm = 1.52
place.gp.congestion = 0.807

[power_and_ir_drop]
peakVddDrop_mv = 0.451
p_leak_nw = 0.481
p_per_area_mw_per_mm2 = 1280

[grt]
grt_max_degree = 14
grt-ovfl-total = 0
grt_pass1_vias = 693
antenna_found_initial = 0
grtUsageTotal_pct = 2.79
grt_pass1_wl_mm = 3.34

[cts]
cts.sinks = 23
cts_setup_buffers = 0
cts_hold_buf = 0
cts-buffers-inserted = 3
cts_tree = built
clk_pin_slew_ns = 0.08
cts_buffer_depth = 2
post_cts_resized = 0
insertion_delay_ns = 0.26
cts-htree-levels = 1
cts_root_buffer = clkbuf_8

[synthesis]
yosys_warnings = 1
numSynthFlops = 23
postSynthCellCount = 93
ys_seq_share_pct = 59.2
syn_area_per_cell_um2 = 12.2
syn_area_mm2 = 0.00113
synthDistinctLibCells = 30
yosys_area_mm2 = 0.00113
ys_cells = 93

[layout]
area_growth_pct = 27.7
drive_above_1_share_pct = 7.41
final_cells = 237
final_cell_mix = edfxtp_1, clkdlybuf4s50_1, nand2_1
layout_top_cell = edfxtp_1

[floorplanning]
pin_count = 12
initCoreUtil_pct = 12.2
die_h_um = 118
fp.coreArea_mm2 = 0.00928
chipArea_mm2 = 0.0139
core.rowCount = 35
die_x_um = 118

[job]
warnings = 29
drv_cap = 0

[route]
drc = 0
drtPass1Iterations = 4
n_antenna_cell = 0
routed_wl_mm = 1.96
routedWlPerCell_um = 8.29
drt_iter0_drc = 14
final_antenna_net_count = 0
vias = 715
via_per_inst = 3.02

[worst_hold_path]
hp-class = reg -> reg
-- registers in the layout, summed over array words and instances (netlist names) --
name	count
Data_Bit_Index	3
Clock_Count	8
Output_Serial	1
Data_Out	8
TX_Active	1
present_state	2
-- synth_stat cells --
library cell / count / area (µm²)
o21bai_1: 1 / 7.51
or2_2: 1 / 6.26
nand4_1: 1 / 6.26
nand4b_1: 1 / 8.76
nand3_1: 2 / 10.0
xor2_1: 2 / 17.5
or3_1: 2 / 12.5
inv_1: 8 / 30.0
nand3b_1: 1 / 7.51
xnor2_1: 1 / 8.76
nand3_2: 1 / 10.0
nor2_1: 6 / 22.5
o211ai_1: 2 / 15.0
edfxtp_1: 21 / 631
a21oi_1: 6 / 30.0
a31oi_1: 1 / 6.26
conb_1: 1 / 3.75
o2111a_1: 1 / 11.3
ha_1: 7 / 87.6
nor3b_1: 1 / 7.51
buf_6: 1 / 11.3
nand2b_1: 3 / 18.8
o21ai_0: 5 / 25.0
o22ai_1: 1 / 6.26
or4_1: 1 / 7.51
mux2i_1: 2 / 20.0
mux4_2: 1 / 22.5
dfxtp_1: 2 / 40.0
a21boi_0: 1 / 7.51
nand2_1: 9 / 33.8
-- final timing paths --
check	start	end	slack, ns	cells after the start
setup / recovery	Data_Bit_Index[0]	Output_Serial	0.33	2
hold / removal	Clock_Count[0]	Clock_Count[0]	0.62	1
setup reg to reg	Data_Bit_Index[0]	Output_Serial	0.33	2
hold reg to reg	Clock_Count[0]	Clock_Count[0]	0.62	1
-- per-layer routing --
| metal | vias to the layer above | track usage [%] | part of all wire, % |
|---|---|---|---|
| li1 | 366 | - | - |
| met1 | 332 | 4.26 | 53 |
| met2 | 15 | 3.85 | 41 |
| met3 | 2 | 0.778 | 4.2 |
| met4 | 0 | 0.541 | 1.8 |
| met5 | - | 0 | 0 |
-- final cells by class --
class / count / area (µm²)
Sequential cell: 23 / 671
Clock inverter: 1 / 5.00
Timing Repair Buffer: 12 / 118
Tap cell: 129 / 161
Inverter: 8 / 30.0
Multi-Input combinational cell: 61 / 420
Clock buffer: 3 / 41.3
Fill cell: 1061 / 7840
-- through the flow --
stage | total power [mW] | cell area (µm²) | utilization, % | setup WS (ns)
floorplan | 1.38 | 1130 | - | 0.433
global placement | 1.56 | 1400 | 15.1 | 0.364
detailed placement | 1.58 | 1400 | 15.1 | 0.330
CTS | 1.88 | 1450 | 15.6 | 0.329
global route | 2.01 | 1450 | 15.6 | 0.226
finish | 1.86 | 1450 | 15.6 | 0.330
-- cell families (layout without fill, tap and decap cells) --
logic type	count (synthesis)	count (layout)	synth area share [%]
and+or+nand+nor	29	29	13.4
buffers and inverters	9	24	3.65
muxes	3	3	3.76
other	1	1	0.331
adders and majority gates	7	7	7.73
DFF	23	23	59.2
xor gates and xnor gates	3	3	2.32
AOI/OAI and AO/OA	18	18	9.61
-- report_power, final --
| part | switching [mW] | internal [mW] | total, mW |
|---|---|---|---|
| sequential | 0.145 | 0.798 | 0.943 |
| clock | 0.151 | 0.146 | 0.297 |
| combinational | 0.335 | 0.281 | 0.616 |
| total | 0.630 | 1.23 | 1.86 |
Power figures rest on the tool's default switching activity, not on a simulated workload.
