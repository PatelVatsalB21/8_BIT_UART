## constraint.sdc

```tcl
current_design UART_RX

set clk_period 1.9
set clk_io_pct 0.2

create_clock -name clk0 -period $clk_period [get_ports {Clock}]

set non_clock_inputs [all_inputs -no_clocks]
set_input_delay [expr $clk_period * $clk_io_pct] -clock clk0 $non_clock_inputs
set_output_delay [expr $clk_period * $clk_io_pct] -clock clk0 [all_outputs]
```

## design.v

```verilog
module UART_RX
  #(parameter CLKS_PER_BIT = 217)
  (
   input        Clock,
   input        Input_Serial,
   output       Main_RX_Receive,
    output [7:0] Main_Data_Out
   );
  parameter IDLE         = 3'b000;
  parameter START_BIT = 3'b001;
  parameter DATA_BIT = 3'b010;
  parameter STOP_BIT  = 3'b011;
  reg [7:0] Clock_Count = 0;
  reg [2:0] Data_Bit_Index   = 0;
  reg [7:0] Data_Out     = 0;
  reg       RX_Receive       = 0;
  reg [2:0] Present_State     = 0;
  always @(posedge Clock)
  begin
    case (Present_State)
      IDLE :
        begin
          RX_Receive       <= 1'b0;
          Clock_Count <= 0;
          Data_Bit_Index   <= 0;
          if (Input_Serial == 1'b0)
            Present_State <= START_BIT;
          else
            Present_State <= IDLE;
        end
      START_BIT :
        begin
          if (Clock_Count == (CLKS_PER_BIT-1)/2)
          begin
            if (Input_Serial == 1'b0)
            begin
              Clock_Count <= 0;
              Present_State     <= DATA_BIT;
            end
            else
              Present_State <= IDLE;
          end
          else
          begin
            Clock_Count <= Clock_Count + 1;
            Present_State     <= START_BIT;
          end
        end
      DATA_BIT :
        begin
          if (Clock_Count < CLKS_PER_BIT-1)
          begin
            Clock_Count <= Clock_Count + 1;
            Present_State     <= DATA_BIT;
          end
          else
          begin
            Clock_Count          <= 0;
            Data_Out[Data_Bit_Index] <= Input_Serial;
            if (Data_Bit_Index < 7)
            begin
              Data_Bit_Index <= Data_Bit_Index + 1;
              Present_State   <= DATA_BIT;
            end
            else
            begin
              Data_Bit_Index <= 0;
              Present_State   <= STOP_BIT;
            end
          end
        end
      STOP_BIT :
        begin
          if (Clock_Count < CLKS_PER_BIT-1)
          begin
            Clock_Count <= Clock_Count + 1;
     	    Present_State     <= STOP_BIT;
          end
          else
          begin
       	    RX_Receive       <= 1'b1;
            Clock_Count <= 0;
            Present_State     <= IDLE;
          end
        end
      default :
        Present_State <= IDLE;
    endcase
  end    
  assign Main_RX_Receive = RX_Receive;
  assign Main_Data_Out = Data_Out;
endmodule
```

## run.sh

```bash
#!/bin/bash
# OpenROAD 26Q1-2900-gdf79404cd8, Yosys 0.63+post, stock flow scripts
make -C /OpenROAD-flow-scripts/flow DESIGN_CONFIG=/design/flow/config.mk WORK_HOME=/design/flow/orfs finish
```

## config.mk

```make
export PLATFORM = sky130hd
export DESIGN_NAME = UART_RX
export DESIGN_NICKNAME = UART_RX
export VERILOG_FILES = /design/flow/design.v
export SDC_FILE = /design/flow/constraint.sdc
export NUM_CORES = 4
export LEC_CHECK = 1
export CORE_AREA = 10 10 112 112
export DIE_AREA = 0 0 122 122
```

==> impl_metrics.yaml <==
# physical design summary
route:
  initialDrtViolationCount: 47
  vias_per_cell: 3.38
  antenna_left: 0
  drt-wirelength-per-cell_um: 8.89
  wl_um: 2320
  remaining_drc_errors: 0
  drt_first_pass_iters: 4
  total_antenna_diodes_in_the_routed_design: 0
  via_count: 881
clocking:
  clock_latency_ps: 260
  htree_levels: 1
  tritoncts: "done"
  clk_pin_slew_ps: 80
  ctsLongestPathBuffers: 2
  clkSinkCount: 22
  clock_tree.root_cell: "clkbuf_8"
  cts_buffers: 3
setup_path:
  data_required_time_at_the_worst_endpoint_ps: 1920
  critical_path.reg2reg.startpoint: "Data_Bit_Index[0]"
  crit_path_dat_ps: 1780
  timing.critical_path.slowest_stage_cell: "edfxtp_1"
  rr_endpoint: "Data_Out[2]"
  timing.critical_path.fanout_max: 3
  crit_path_end_kind: "flip-flop"
  rr_worst_depth: 5
  reg2reg_setup_slack_ps: 140
  critPathLaunch: "Data_Bit_Index[0]"
  worstSetupPathType: "reg2reg"
  crit_path_max_incr_delay_ps: 390
  cp_cell_sequence: "inv_1, ha_2, xor2_2, nor4b_1, mux2_2"
  critical_path.startpoint_type: "flip-flop"
floorplan:
  floorplanUtilization_pct: 11.8
  io_pins: 11
  num_rows: 37
  die-height_um: 122
  core-area_mm2: 0.0102
  die-area_mm2: 0.0149
  floorplan_die_width_um: 122
worst_hold_path:
  worstHoldStart: "Present_State[1]"
  min_to: "Present_State[1]"
  min_path_cells: 2
  hold_path_class: "reg2reg"
placed_design:
  buffer_ports.inserted: 10
  finalWeightedCongestion: 0.781
  dp_hpwl_um: 1700
yosys:
  ys_warn_count: 1
  synth.yosys.num_cells: 106
  synthArstFlopShare_pct: 0
  synthCells: 106
  ys_ff: 22
  netlist_area_before_placement_mm2: 0.00121
  number_of_enable_flip_flop_cells: 20
  post_synth_seq_share_pct: 53.1
  syn-mean-instance-area_um2: 11.4
  synth.yosys.chip_area_mm2: 0.00121
  ys.flop_type: "edfxtp_1"
  yosys.cell_types.count: 31
final_timing:
  period_needed_ps: 1760
  clock.fmax_mhz: 568
  finalHoldViolCount: 0
  timing.final.setup_violations: 0
  timing_max_transition_violations_final: 0
  setup_total_negative_slack_ps: 0
  fin_worst_hold_slack_ps: 558
  clock_skew_ps: 1.73
  relSlewSlack_pct: 75.8
  rsz_0062_raised_after_global_routing: "no"
  tightest_slew_ps: 363
  fin_crit_sh_pct: 92.7
cells_and_area:
  layout_top_cell: "edfxtp_1"
  flop_area_um2: 641
  final_layout_size_suffix_gt1_share_pct: 17.6
  layout_top_cells_excl_fill_tap: "edfxtp_1 (20), clkdlybuf4s50_1 (10), nand2_1 (9)"
  n_fill_cell: 1109
  layout-area-overhead-vs-synth_pct: 32.6
  combGateArea_um2: 567
global_routing:
  grt_overflow: 0
  grt_pass1_vias: 890
  wire_length_of_the_first_global_routing_pass_um: 4000
  grt_antenna_before_repair: 0
  grt_start_max_net_pins: 12
  grt_use_total_pct: 3.12
flow_run:
  openroad.warnings: 29
  max-cap-violations: 0
pwr:
  power.density_mw_per_mm2: 509
  irDropWorstVdd_uv: 163
  power.static_leakage_uw: 0.000521
run_status:
  run_status: "completed"
-- Yosys cell counts (4+ instances only) --
master | instances | share of area (%)
edfxtp_1 | 20 | 50
nand2_1 | 10 | 3.1
ha_1 | 6 | 6.2
inv_1 | 6 | 1.9
nand3_1 | 6 | 2.5
a21oi_1 | 5 | 2.1
o2bb2ai_1 | 5 | 3.6
mux2_2 | 4 | 3.7
nor2_1 | 4 | 1.2
xor2_1 | 4 | 2.9
-- worst max-delay path: cells and delay by family, from the launching register on --
family,cells,cell delay (ps)
adder cells (fa/ha/maj),1,250
XOR/XNOR,1,100
flip-flops,1,390
multiplexers,1,370
AND/OR/NAND/NOR,1,320
buffers and inverters,1,90
-- layer usage --
layer  up-vias  wire length [um]  GRT usage [%]
li1        436                 -              -
met1       427              1100           3.94
met2        16              1110           5.28
met3         2                80          0.751
met4         0                27          0.745
met5         -                 0              0
-- logic make-up after synthesis --
logic type / after synthesis / synth area share, %
xor gates and xnor gates: 6 / 4.35
muxes: 4 / 3.73
DFF: 22 / 53.1
adders and majority gates: 6 / 6.22
AOI/OAI and AO/OA: 21 / 12.2
and+or+nand+nor: 39 / 17.7
buffers and inverters: 8 / 2.69
-- per-stage QoR --
| stage | setup WS (ps) | std cells | power (uW) | area, um^2 | util [%] |
|---|---|---|---|---|---|
| 3_3_place_gp | 140 | 258 | 539 | 1550 | 15.2 |
| 2_1_floorplan | 2.57 | 106 | 533 | 1240 | - |
| 6_report | 139 | 261 | 816 | 1600 | 15.7 |
| 3_5_place_dp | 67.6 | 258 | 539 | 1550 | 15.2 |
| 4_1_cts | 27.9 | 261 | 828 | 1590 | 15.6 |
| 5_1_grt | 19.6 | 261 | 850 | 1600 | 15.7 |
-- worst max path at each step --
stage                            end  slack (ps)  cells past startpoint
after CTS             Clock_Count[0]          30                      5
after global routing     Data_Out[4]          20                      5
final                    Data_Out[2]         140                      5
-- flip-flops by register name (all words and copies together), names as in the netlist --
name,cells
Clock_Count,8
Data_Out,8
Data_Bit_Index,3
Present_State,2
RX_Receive,1
-- power by group --
group	switching, uW	total [uW]	internal [uW]	leakage [uW]
Sequential	0	519	519	0.000208
Combinational	4.35	8.64	4.29	0.000291
Clock	146	288	141	0.0000216
Total	151	816	665	0.000521
-- final cells by class --
class	count	area share, %
clock buffer	3	2.58
inverter	6	1.41
multi-input combinational	76	35.4
sequential	22	40.0
tap	136	10.6
timing repair buffer	18	10.0
-- what timing repair did --
item,CTS,global route
hold endpoints to repair,0,0
resized,0,2
endpoints found under the setup margin,0,8
setup buffers,0,0
hold buffers,0,0
Power is estimated from default activity; no workload was simulated.
